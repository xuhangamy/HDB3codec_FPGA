==> ./config.mk <==
export PLATFORM = sky130hd
export DESIGN_NAME = hdb3_code
export DESIGN_NICKNAME = hdb3_code
export VERILOG_FILES = /design/flow/design.v
export SDC_FILE = /design/flow/constraint.sdc
export NUM_CORES = 4
export LEC_CHECK = 1
export CORE_AREA = 10 10 76 76
export DIE_AREA = 0 0 86 86
==> ./constraint.sdc <==
current_design hdb3_code

set clk_period 1.4
set clk_io_pct 0.2

create_clock -name clk0 -period $clk_period [get_ports {i_clk}]

set non_clock_inputs [all_inputs -no_clocks]
set_input_delay [expr $clk_period * $clk_io_pct] -clock clk0 $non_clock_inputs
set_output_delay [expr $clk_period * $clk_io_pct] -clock clk0 [all_outputs]
==> ./design.v <==
`timescale 1ns/1ns
module hdb3_code(
  input i_rst_n,
  input i_clk,
  input i_data,
  output [1:0] o_hdb3_code
);
wire [1:0] w_plug_v;
wire [1:0] w_plug_b;
hdb3_plug_v I1_hdb3_plug_v(
  .i_rst_n(i_rst_n),
  .i_clk(i_clk),
  .i_data(i_data),
  .o_plug_v_code(w_plug_v)
);
hdb3_plug_b I1_hdb3_plug_b(
  .i_rst_n(i_rst_n),
  .i_clk(i_clk),
  .i_plug_v_code(w_plug_v),
  .o_plug_b_code(w_plug_b)
);
hdb3_d2t I1_hdb3_d2t(
  .i_rst_n(i_rst_n),
  .i_clk(i_clk),
  .i_plug_b_code(w_plug_b),
  .o_hdb3_code(o_hdb3_code)
);
endmodule
`timescale 1ns/1ns
module hdb3_d2t(
  input i_rst_n,
  input i_clk,
  input [1:0] i_plug_b_code,
  output reg [1:0] o_hdb3_code
 );
 reg r_not_0_parity;
 always@(posedge i_clk,negedge i_rst_n)
 begin
   if(1'b0==i_rst_n)
   begin
     r_not_0_parity<=1'b0;
     o_hdb3_code<=2'b0;
   end
   else
   begin
     if(2'b01==i_plug_b_code)
       if(1'b1==r_not_0_parity)
       begin
         o_hdb3_code<=2'b01;
         r_not_0_parity<=~r_not_0_parity;
       end
       else
       begin
         o_hdb3_code<=2'b10;
         r_not_0_parity<=~r_not_0_parity;
       end
     else if(2'b10==i_plug_b_code)
       if(1'b1==r_not_0_parity)
       begin
         o_hdb3_code<=2'b10;
         r_not_0_parity<=~r_not_0_parity;
       end
       else
       begin
         o_hdb3_code<=2'b01;
         r_not_0_parity<=~r_not_0_parity;
       end
     else if(2'b11==i_plug_b_code)
       if(1'b1==r_not_0_parity)
       begin
         o_hdb3_code<=2'b01;
         r_not_0_parity<=~r_not_0_parity;
       end
       else
       begin
         o_hdb3_code<=2'b10;
         r_not_0_parity<=~r_not_0_parity;
       end
     else
       begin
         o_hdb3_code<=2'b0;
         r_not_0_parity<=~r_not_0_parity;
       end
    end
  end
 endmodule
`timescale 1ns/1ns
module hdb3_plug_b(
input i_rst_n,
input i_clk,
input [1:0] i_plug_v_code,
output [1:0] o_plug_b_code
);
reg[1:0] r_plug_b_code;
reg[4:0] r_plug_b_code_h;
reg[4:0] r_plug_b_code_l;
reg[2:0] r_data_shift;
reg r_not_0_parity;
assign o_plug_b_code ={r_plug_b_code_h[4],r_plug_b_code_l[4]};
always@(posedge i_clk,negedge i_rst_n)
begin
  if(1'b0==i_rst_n)
  begin
    r_not_0_parity<=1'b0;
  end
  else
  begin
    if(2'b10==i_plug_v_code)
      r_not_0_parity<=1'b0;
    else if(2'b01==i_plug_v_code)
      r_not_0_parity<=~r_not_0_parity;
  end
 end
 always@(posedge i_clk,negedge i_rst_n)
 begin
   if(1'b0==i_rst_n)
   begin
     r_plug_b_code_h<=5'b0000;
     r_plug_b_code_l<=5'b0000;
   end
   else
   begin
     if(2'b10==i_plug_v_code&&1'b0==r_not_0_parity)
     begin
       r_plug_b_code_h[0]<=1'b1;
       r_plug_b_code_h[1]<=r_plug_b_code_h[0];
       r_plug_b_code_h[2]<=r_plug_b_code_h[1];
       r_plug_b_code_h[3]<=1'b1;
       r_plug_b_code_h[4]<=r_plug_b_code_h[3];
       r_plug_b_code_l[0]<=1'b0;
       r_plug_b_code_l[1]<=r_plug_b_code_l[0];
       r_plug_b_code_l[2]<=r_plug_b_code_l[1];
       r_plug_b_code_l[3]<=1'b1;
       r_plug_b_code_l[4]<=r_plug_b_code_l[3];
     end
     else
     begin
       r_plug_b_code_h<={r_plug_b_code_h[3:0],i_plug_v_code[1]};
       r_plug_b_code_l<={r_plug_b_code_l[3:0],i_plug_v_code[0]};
     end
   end
 end
 endmodule
`timescale 1ns/1ns
module hdb3_plug_v(
  input i_rst_n,
  input i_clk,
  input i_data,
  output [1:0] o_plug_v_code
);
reg [1:0] r_plug_v_code;
reg [3:0] r_plug_v_code_h;
reg [3:0] r_plug_v_code_l;
reg [2:0] r_data_shift;
assign o_plug_v_code={r_plug_v_code_h[3],r_plug_v_code_l[3]};
always@(posedge i_clk,negedge i_rst_n)
begin
  if(1'b0==i_rst_n)
  begin
    r_data_shift<=3'b111;
  end
  else
  begin
    r_data_shift<={r_data_shift[1:0],i_data};
  end
 end
 always@(posedge i_clk,negedge i_rst_n)
 begin
  if(1'b0==i_rst_n)
  begin
    r_plug_v_code_h<=4'b0000;
    r_plug_v_code_l<=4'b0000;
  end
  else
  begin
    if(1'b0==i_data&&r_data_shift==3'b000&&3'b000==r_plug_v_code_h[2:0])
    begin
      r_plug_v_code_h<={r_plug_v_code_h[2:0],1'b1};
      r_plug_v_code_l<={r_plug_v_code_l[2:0],1'b0};
    end
    else if(1'b1==i_data)
    begin
      r_plug_v_code_h<={r_plug_v_code_h[2:0],1'b0};
      r_plug_v_code_l<={r_plug_v_code_l[2:0],1'b1};
    end
    else
    begin
       r_plug_v_code_h<={r_plug_v_code_h[2:0],1'b0};
       r_plug_v_code_l<={r_plug_v_code_l[2:0],1'b0};
    end
  end
end
endmodule
==> ./run.sh <==
#!/bin/bash
# OpenROAD 26Q1-2900-gdf79404cd8, Yosys 0.63+post, stock flow scripts
make -C /OpenROAD-flow-scripts/flow DESIGN_CONFIG=/design/flow/config.mk WORK_HOME=/design/flow/orfs finish
==> flow_summary.json <==
{
  "powerDensity_nw_per_um2": 1360,
  "timing.rr.start": "I1_hdb3_plug_v.r_plug_v_code_h[1]",
  "rsz0062_at_grt": "no",
  "arrival_ns": 1.04,
  "yosysTopAreaCellShare_pct": 73.5,
  "stdcell_count": 102,
  "row_count": 23,
  "gr-usage-all-layers_pct": 2.64,
  "r2r-end": "I1_hdb3_plug_v.r_plug_v_code_h[0]",
  "pwr-share-seq_pct": 63.4,
  "worst-path-buf-inv": 1,
  "setup_viol": 0,
  "tool_warnings": 25,
  "vias": 347,
  "vias_per_cell": 3.40,
  "swShare_pct": 19.3,
  "crit_path_max_fanout": 1,
  "yosys_warnings": 3,
  "final_cell_area_um2": 903,
  "drive_above_1_share_pct": 19.2,
  "outcome": "complete, no violations",
  "setup_slack_ns": 0.0842,
  "path_class": "flip-flop to output port",
  "core_um2": 4120,
  "synthTopCellsByArea": "dfrtp_1 (73%), dfstp_2 (11%), nand2b_1 (5.0%)",
  "end_kind": "output port",
  "cts_buffers": 3,
  "wl_per_cell_um": 8.44,
  "dieArea_um2": 7400,
  "startpoint": "I1_hdb3_d2t.o_hdb3_code[0]",
  "avgSynthCellArea_um2": 17.4,
  "grt_pass1_vias": 374,
  "worstMarginPinSlew_ns": 0.298,
  "dp_worst_setup_slack_ns": -0.113,
  "grt_max_degree": 26,
  "drt_iter0_drc": 13,
  "grt_pass1_wl_um": 1590,
  "crit_family": "buffers and inverters",
  "fin_skew_ns": 0.00190,
  "clockBufferDepth": 2,
  "syn_to_final_growth_pct": 20.5,
  "post-route-min-period_ns": 1.32,
  "fillCellCount": 429,
  "placed_cell_area_um2": 857,
  "power_mw": 1.22,
  "reg2reg_depth": 2,
  "ir_worst_vdd_mv": 0.749,
  "internal_power_mw": 0.988,
  "synthCells": 43,
  "placedCellCount": 98,
  "max_freq_mhz": 760,
  "path_depth": 1,
  "cts_tree": "yes",
  "utilization_pct": 22.0,
  "overflow": 0,
  "insertedDiodeCount": 0,
  "insertion_delay_ns": 0.26,
  "grt_util_met1_pct": 2.94,
  "r2r_slack_ns": 0.25,
  "finalClockPeriodUsage_pct": 94.0,
  "netlist-cell-type-count": 13,
  "floorplan.core_util_pct": 18.2,
  "pin_count": 5,
  "start_kind": "flip-flop",
  "power_frac_clock_pct": 32.3,
  "cts-htree-levels": 1,
  "p_sw_mw": 0.236,
  "cts.reportedPaths.clkPinSlew_ns": 0.07,
  "flop_cell": "dfrtp_1",
  "ys_seq_share_pct": 84.0,
  "ctsResizeCount": 0,
  "dieWidth_um": 86,
  "final-hold-violation-count": 0,
  "synth-edff-count": 0,
  "gp_congestion": 0.667,
  "die_y_um": 86,
  "root_buffer": "clkbuf_8",
  "crit_path_top_delay_cell": "clkdlybuf4s50_1",
  "placement.io_buffers": 4,
  "leakagePower_nw": 0.417,
  "firstDrtPassIters": 2,
  "crit_path_max_incr_delay_ns": 0.45,
  "cts_setup_buffers": 0,
  "synth_area_um2": 749,
  "async_reset_ff_share_pct": 100,
  "top_cells_by_count": "dfrtp_1 (22), nand2b_1 (6), dfstp_2 (3)",
  "p_comb_share_pct": 4.2,
  "use_met3_pct": 1.81,
  "drc": 0,
  "maxCapViolCount": 0,
  "clkSinkCount": 25,
  "crit_end": "o_hdb3_code[0]",
  "antenna_left": 0,
  "synth_top_cell_by_count": "dfrtp_1",
  "yosysChipArea_um2": 749,
  "drv_slew": 0,
  "synth_area_leader_cell": "dfrtp_1",
  "hold_class": "flip-flop to flip-flop",
  "required_ns": 1.12,
  "postCtsHoldBufs": 0,
  "postSynthRegisterBits": 25,
  "antenna_found_initial": 0,
  "cp_cell_sequence": "clkdlybuf4s50_1",
  "synth.yosys.num_cells": 43,
  "wirelength_um": 861,
  "relSlewSlack_pct": 80.1,
  "grtUsageMet2_pct": 4.26,
  "top_usage_layer": "met2"
}
-- how the worst min path moves through the flow --
stage	cells after the start	from	end	slack, ns
5_1_grt	0	I1_hdb3_plug_b.r_plug_b_code_l[3]	I1_hdb3_plug_b.r_plug_b_code_l[4]	0.36
6_report	0	I1_hdb3_plug_b.r_plug_b_code_l[3]	I1_hdb3_plug_b.r_plug_b_code_l[4]	0.35
4_1_cts	0	I1_hdb3_plug_b.r_plug_b_code_l[3]	I1_hdb3_plug_b.r_plug_b_code_l[4]	0.35
-- kinds of logic after synthesis --
family,count (synthesis),synth area share (%)
and+or+nand+nor,11,9.68
DFF,25,84.0
AOI/OAI and AO/OA,3,2.34
buffers and inverters,3,2.34
adders and majority gates,1,1.67
-- area by class of cell --
class	count	area (um^2)	share of cell area, %
Sequential cell	25	629	69.7
Multi-Input combinational cell	15	103	11.4
Tap cell	50	62.6	6.93
Timing Repair Buffer	6	55.1	6.09
Clock buffer	3	41.3	4.57
Inverter	2	7.51	0.831
Clock inverter	1	5.00	0.554
-- registers in the layout (all words and copies together) (netlist names) --
signal / count
I1_hdb3_plug_v.r_plug_v_code_h: 4
I1_hdb3_plug_b.r_plug_b_code_l: 5
I1_hdb3_plug_b.r_plug_b_code_h: 5
I1_hdb3_plug_v.r_data_shift: 3
I1_hdb3_d2t.o_hdb3_code: 2
I1_hdb3_d2t.r_not_0_parity: 1
I1_hdb3_plug_v.r_plug_v_code_l: 4
I1_hdb3_plug_b.r_not_0_parity: 1
-- per-layer routing --
metal  vias up  share of wire, %
met5         -                 0
met4         0                 0
met3         0               8.2
met2         9                43
met1       183                49
li1        155                 -
-- power groups by stage --
stage	combinational (mW)	clock, mW	sequential [mW]
after CTS	0.0538	0.422	0.777
after global routing	0.0604	0.453	0.781
final	0.0519	0.396	0.777
-- cells in the final DEF (no fill, tap or decap), types with 2 or more instances in the layout --
cell type	count
dfrtp_1	22
nand2b_1	6
clkdlybuf4s50_1	4
dfstp_2	3
clkbuf_8	3
inv_1	2
o21ai_0	2
buf_4	2
-- metrics by stage --
step / setup TNS [ns] / hold WS, ns
3_5_place_dp: -0.113 / 0.336
4_1_cts: 0 / 0.354
5_1_grt: 0 / 0.357
6_report: 0 / 0.350
3_3_place_gp: -0.0423 / 0.332
2_1_floorplan: 0 / -0.0156
Power figures rest on the tool's default switching activity, not on a simulated workload.
